$ cat flow/run.sh
#!/bin/bash
# OpenROAD 26Q1-2900-gdf79404cd8, Yosys 0.63+post, stock flow scripts
make -C /OpenROAD-flow-scripts/flow DESIGN_CONFIG=/design/flow/config.mk WORK_HOME=/design/flow/orfs finish
$ cat flow/config.mk
export PLATFORM = sky130hd
export DESIGN_NAME = expo_mont
export DESIGN_NICKNAME = expo_mont
export VERILOG_FILES = /design/flow/design.v
export SDC_FILE = /design/flow/constraint.sdc
export NUM_CORES = 4
export LEC_CHECK = 1
export CORE_UTILIZATION = 30
$ cat flow/constraint.sdc
current_design expo_mont

set clk_period 5.6
set clk_io_pct 0.2

create_clock -name clk0 -period $clk_period [get_ports {clk}]

set non_clock_inputs [all_inputs -no_clocks]
set_input_delay [expr $clk_period * $clk_io_pct] -clock clk0 $non_clock_inputs
set_output_delay [expr $clk_period * $clk_io_pct] -clock clk0 [all_outputs]
$ cat flow/design.v
`timescale 1ns / 1ps
module division #(parameter k = 32)(
 input [k-1:0] a, b, 
 input clk, rst, start,
 output reg  [k-1:0] rem, quo, 
 output done
    );
  reg [$clog2(k)-1 : 0] count;
  reg[k-1:0] rem_Reg, quo_Reg;
  wire m_out;    
  wire [$clog2(k)-1 : 0] count_next; 
  wire[k-1:0] quo_next, rem_next, w;
  assign w = rem_Reg - b;
  always @ (posedge clk, negedge rst) begin
    if(!rst) begin 
       rem_Reg <= 0; 
       quo_Reg<=0;
       count <=0; 
    end      
    else begin     
       count <= count_next;
       quo_Reg<= quo_next;
       rem_Reg <= rem_next;
    end  
  end
  assign quo_next = start?((rem_Reg>=b)? ( {quo_Reg[k-2:0], 1'b1}):(quo_Reg<<1)):(quo_Reg);
  assign rem_next = start ?((rem_Reg>=b) ? ({w[k-2:0], m_out}):( {rem_Reg[k-2:0], m_out})):(rem_Reg);
  assign count_next = start ?((count==k-1)?(0):(count+1)):(count);   
  assign m_out = a[k - 1- count];
  assign done =(count == 0);
  always @(posedge clk) begin    
      if (done & rem_Reg>=b) begin
          quo <= {quo_Reg[k-2:0], 1'b1};
          rem <= w;
      end
      else  if (done)begin 
          quo <= {quo_Reg[k-2:0], 1'b0};
          rem <= rem_Reg;
      end
   end
endmodule
`timescale 1ns / 1ps
module expo_mont #(parameter in_bit = 3, mod_bit = 5, expo_bit = 3)(
input [in_bit-1:0] in,
input [mod_bit-1:0] n, n_inv, 
input [expo_bit-1:0] exp,
input rst, clk,
output [mod_bit:0] out
    );
  localparam s_r = 0, s_r1 = 1, s_r2 = 2, s0 = 3, s1=4, s2=5, s3=6, s4=7;
   reg [$clog2(expo_bit) - 1:0] count;
   wire [mod_bit-1:0] unity_mont, in_mont;
reg [3:0] state;
wire [mod_bit-1:0] x_mont;
wire [mod_bit:0] p_mont, q_mont;
  reg [3:0]  next_state;
  wire [$clog2(expo_bit) - 1:0] count_next; 
  wire dec; 
  assign dec = state == s1; 
      always @(posedge clk, negedge rst) begin
           if(!rst) count<= expo_bit -1;
           else if (dec) count<= count_next;  
           else count<= count;
       end 
      assign count_next = (count==0)?(expo_bit - 1):(count-1);
  wire bit_val;
  assign bit_val = exp[count];
  wire [mod_bit:0] rem1;
  wire [mod_bit+in_bit-1:0] rem2;
  wire done1, start1, done2, start2;
  wire [mod_bit:0] r;  
  assign r = {1'b1, {mod_bit{1'b0}}};
  assign start1 = state==s_r| state==s_r1;
  assign start2 = state== s_r| state== s_r1| state==s_r2;  
      division #(.k(mod_bit+1)) d1 (.a(r) , .b({1'b0, n}) , .clk(clk) ,.rst(rst), .start(start1), .rem(rem1), .quo(), .done(done1));  
      division #(.k(mod_bit+in_bit)) d2 (.a({in, {mod_bit{1'b0}}}) , .b({{in_bit{1'b0}},n}) , .clk(clk) ,.rst(rst), .start(start2), .rem(rem2), .quo(), .done(done2));
  assign unity_mont = rem1[mod_bit-1:0];
  assign in_mont = rem2[mod_bit-1:0];
      always @(posedge clk, negedge rst) begin
       if(!rst) state<= s_r;
       else state<=next_state;
      end
      always @(*) begin
           case (state)
           s_r: next_state = s_r1;
           s_r1: next_state = (done1)?(s_r2):(s_r1);
           s_r2: next_state = (done2)?(s0):(s_r2);
           s0: next_state = s1;
           s1: next_state = (bit_val)?(s2):(s3);
           s2: next_state = s4;
           s3: next_state = s4;
           s4: next_state = (count==expo_bit - 1)?s4:s0;
           default: next_state = state;
           endcase
      end
  wire calc1, calc2, done;
  wire [mod_bit-1:0] unity;
  reg [mod_bit-1:0] x_mont_reg;
  wire [mod_bit:0] out_temp;
  assign unity = 1;
  assign calc1 = state== s1;
  assign calc2 = state == s2;
  assign done = (state==s4)&(count==expo_bit-1);
    assign x_mont = x_mont_reg;
  always @(posedge clk) begin 
   case (state)
    s_r2: x_mont_reg = unity_mont;
    s2: x_mont_reg = q_mont[mod_bit-1:0];
    s3: x_mont_reg = p_mont[mod_bit-1:0];
    default x_mont_reg = x_mont;
    endcase
  end
  monpro #(.k(mod_bit)) mon1 ( calc1, x_mont, x_mont, n, n_inv, p_mont);
  monpro #(.k(mod_bit)) mon2 ( calc2, in_mont, p_mont[mod_bit-1:0], n, n_inv, q_mont); 
  monpro #(.k(mod_bit)) mon3 (done, x_mont, unity , n, n_inv, out_temp); 
  assign out = done?(out_temp):(0);
endmodule
`timescale 1ns / 1ps
module monpro #(parameter k = 8)(
input calc,
input [k-1:0] a_mont, b_mont, n, n_inv,
output [k:0] prod_mon
    );
    reg[k-1:0] prod_mon_reg;
    wire  [2*k-1:0] w, t,p;
    wire [2*k : 0] q;
    wire [k:0] u;
    assign w = a_mont*b_mont;
    assign t = w[k-1:0] * n_inv;
    assign p = t[k-1:0] * n;
    assign q = w + p ; 
    assign u = q[2*k:k];
    assign prod_mon = prod_mon_reg; 
    always @*begin 
    if (calc) begin
       if (u<n) prod_mon_reg<= u;
       else prod_mon_reg <= u-n;  
     end
    else  prod_mon_reg <= prod_mon;
    end 
endmodule
==> insert_results.sql <==
-- load yosys + openroad results
INSERT INTO impl_metrics (metric_group, metric, value, unit) VALUES
('logic_synthesis', 'synth_cells', '875', ''),
('flow_run', 'stage_log_warnings', '30', ''),
('finish', 'post_route_cells_drive_above_1_share', '0.0370', ''),
('clocking', 'cts-hold-fix-buffers', '0', ''),
('logic_synthesis', 'synth_stat.cells', '875', ''),
('clocking', 'clock_path_buffers', '2', ''),
('global_routing', 'grt_pass1_vias', '5492', ''),
('final_timing', 'count_of_unclocked_register_or_latch_pins', '15', ''),
('critical_path', 'critical_path.slowest_cell', 'sky130_fd_sc_hd__clkdlybuf4s50_1', ''),
('logic_synthesis', 'synth-warning-count', '4', ''),
('logic_synthesis', 'synthDistinctLibCells', '63', ''),
('critical_path', 'cell_depth_of_the_worst_flop_to_flop_path', '9', ''),
('floorplan', 'fp.dieH', '165', 'um'),
('final_timing', 'worst_pin_slew', '0.755', 'ns'),
('placement', 'post-place-cells', '1219', ''),
('route', 'vias', '5678', ''),
('critical_path', 'critical_path.startpoint_type', 'input port', ''),
('route', 'wl', '16000', 'um'),
('flow_run', 'maxCapViolCount', '0', ''),
('critical_path', 'crit_type', 'input port to register', ''),
('clocking', 'cts.root.buffer_cell', 'sky130_fd_sc_hd__clkbuf_16', ''),
('floorplan', 'die_w', '165', 'um'),
('route', 'ant_nets', '0', ''),
('critical_path', 'timing.critical_path.cells', 'clkdlybuf4s50_1, inv_1, ha_1, nand4_1, nand3b_1, a211o_1, nand2_1, mux2_2', ''),
('route', 'drcViolationCount', '0', ''),
('finish', 'post_layout_nonfiller_instances', '1227', ''),
('clocking', 'postCtsResizedCells', '0', ''),
('global_routing', 'antenna_violations_before_repair', '0', ''),
('floorplan', 'chip_area', '0.0271', 'mm^2'),
('logic_synthesis', 'synthFlopType', 'sky130_fd_sc_hd__dfrtp_1', ''),
('clocking', 'cts_tree', 'yes', ''),
('global_routing', 'grtUsageTotal', '0.131', ''),
('clocking', 'post_cts_buffers', '0', ''),
('global_routing', 'globalRouteOverflowTotal', '0', ''),
('logic_synthesis', 'async_flop_share', '0.500', ''),
('finish', 'area_growth', '9.69', '%'),
('floorplan', 'initCoreUtil', '0.305', ''),
('outcome', 'run_status', 'complete, no violations', ''),
('clocking', 'clock_latency_on_the_worst_skew_pair', '0.29', 'ns'),
('global_routing', 'grt_start_max_net_pins', '31', ''),
('min_path', 'worstHoldPathCells', '0', ''),
('finish', 'nFillCells', '2672', ''),
('placement', 'io_buffers', '22', ''),
('logic_synthesis', 'yosys-stat-area', '0.00793', 'mm^2'),
('critical_path', 'endpoint_kind', 'register', ''),
('logic_synthesis', 'avgSynthCellArea', '9.06', 'um^2'),
('placement', 'hpwlAfterDp', '12900', 'um'),
('final_timing', 'finalSetupViolCount', '0', ''),
('logic_synthesis', 'numSynthFlops', '60', ''),
('final_timing', 'relSlewSlack', '0.495', ''),
('final_timing', 'untimed_endpoints', '15', ''),
('final_timing', 'finalCritPeriodShare', '0.743', ''),
('finish', 'layout_top_registers', 'd2.rem_Reg x8, state x8, d1.rem_Reg x6', ''),
('final_timing', 'setup_total_negative_slack', '0', 'ns'),
('min_path', 'hold_path.class', 'register to register', ''),
('global_routing', 'wire_length_of_the_first_global_routing_pass', '27600', 'um'),
('critical_path', 'timing.critical_path.fanout_max', '16', ''),
('final_timing', 'setup_ws', '1.44', 'ns'),
('clocking', 'cts.reportedPaths.clkPinSlew', '0.07', 'ns'),
('floorplan', 'placementRows', '59', ''),
('logic_synthesis', 'synth-edff-count', '15', ''),
('critical_path', 'crit_required', '5.64', 'ns'),
('clocking', 'cts_max_level', '2', ''),
('critical_path', 'worst-path-stages', '8', ''),
('finish', 'design_area', '0.00870', 'mm^2'),
('final_timing', 'achievable-frequency', '0.240', 'GHz'),
('final_timing', 'finalCriticalPeriod', '4.16', 'ns'),
('final_timing', 'final-max-slew-violation-count', '0', '');
-- area by class of cell --
cell class              instances  area (um^2)  area share
clock buffers                   5          125      0.0144
clock inverters                 3         47.5     0.00547
inverters                     119          447      0.0513
multi-input cells             680         5990       0.688
flip-flops and latches         60         1430       0.164
well taps                     335          419      0.0482
repair buffers                 25          243      0.0279
-- synthesized netlist by cell type, drive strengths merged, types with 2 or more instances --
cell / number
nor3: 9
o21a: 4
a31oi: 4
clkbuf: 14
o21ai: 26
mux2i: 19
o31ai: 3
nand2: 97
nand3: 10
dlxtp: 15
edfxtp: 15
xnor2: 46
mux2: 13
o2111ai: 2
nor2: 43
nand2b: 4
a22oi: 5
inv: 119
a311oi: 5
a22o: 2
nand3b: 2
buf: 3
o22ai: 2
dfstp: 2
a21o: 13
fa: 65
a21oi: 27
nand4: 9
o21bai: 6
xor2: 20
and3: 14
dfrtp: 28
ha: 128
o41ai: 2
a21boi: 3
nor2b: 12
and2: 71
-- kinds of logic after synthesis --
group                    Yosys count  synth area share
AND-OR/OR-AND                    111            0.0970
XOR/XNOR                          66            0.0729
other                              1          0.000473
buffers and inverters            136            0.0652
AND/OR/NAND/NOR                  276             0.175
flip-flops                        45             0.152
adder cells (fa/ha/maj)          193             0.366
latches                           15            0.0284
multiplexers                      32            0.0434
-- final timing paths --
kind                            slack (ns)           to     startpoint
worst max-delay path                  1.44    d1.rem[4]           n[1]
worst min-delay path                  0.36     state[1]       state[6]
worst max register to register        2.70    d2.rem[2]  d2.rem_Reg[0]
worst min register to register        0.36     state[1]       state[6]
max in group asynchronous             4.06     count[1]            rst
min in group asynchronous             1.21  d2.count[1]            rst
-- metal layers --
metal / part of all wire / track usage
met4: 0.0033 / 0.00459
met3: 0.033 / 0.0154
met5: 0 / 0
met2: 0.43 / 0.196
met1: 0.53 / 0.216
-- layout by cell type, fill, tap and decap left out, types with 7 or more instances in the layout --
cell type and n:
sky130_fd_sc_hd__o21ai_0 14, sky130_fd_sc_hd__edfxtp_1 15, sky130_fd_sc_hd__nor2_1 43, sky130_fd_sc_hd__xnor2_1 46
sky130_fd_sc_hd__mux2_1 8, sky130_fd_sc_hd__ha_1 128, sky130_fd_sc_hd__a21o_1 13, sky130_fd_sc_hd__nor2b_1 12
sky130_fd_sc_hd__nand4_1 7, sky130_fd_sc_hd__and2_1 71, sky130_fd_sc_hd__nand2_1 96, sky130_fd_sc_hd__xor2_1 20
sky130_fd_sc_hd__and3_1 14, sky130_fd_sc_hd__a21oi_1 26, sky130_fd_sc_hd__inv_1 119, sky130_fd_sc_hd__nor3_1 8
sky130_fd_sc_hd__fa_1 65, sky130_fd_sc_hd__nand3_1 10, sky130_fd_sc_hd__mux2i_1 17, sky130_fd_sc_hd__dlxtp_1 15
sky130_fd_sc_hd__dfrtp_1 28, sky130_fd_sc_hd__o21ai_1 10, sky130_fd_sc_hd__clkdlybuf4s50_1 22
-- through the flow --
stage / utilization / hold slack, ns
global route: 0.335 / 0.379
floorplan: - / 0.331
global placement: 0.328 / 0.337
CTS: 0.335 / 0.359
finish: 0.335 / 0.357
detailed placement: 0.328 / 0.339
